**design/flow/run.sh**
```bash
#!/bin/bash
# OpenROAD 26Q1-2900-gdf79404cd8, Yosys 0.63+post, stock flow scripts
make -C /OpenROAD-flow-scripts/flow DESIGN_CONFIG=/design/flow/config.mk WORK_HOME=/design/flow/orfs finish
```
**design/flow/config.mk**
```make
export PLATFORM = sky130hd
export DESIGN_NAME = RX_Uart
export DESIGN_NICKNAME = RX_Uart
export VERILOG_FILES = /design/flow/design.v
export SDC_FILE = /design/flow/constraint.sdc
export NUM_CORES = 4
export LEC_CHECK = 1
export CORE_AREA = 10 10 89 89
export DIE_AREA = 0 0 99 99
```
**design/flow/constraint.sdc**
```tcl
current_design RX_Uart

set clk_period 2.9
set clk_io_pct 0.2

create_clock -name clk0 -period $clk_period [get_ports {i_clk}]

set non_clock_inputs [all_inputs -no_clocks]
set_input_delay [expr $clk_period * $clk_io_pct] -clock clk0 $non_clock_inputs
set_output_delay [expr $clk_period * $clk_io_pct] -clock clk0 [all_outputs]
```
**design/flow/design.v**
```verilog
module RX_Uart
#( parameter D_BIT    = 8 ,  
             SB_TICK  = 16   
 )
 ( input  wire i_clk, i_reset,
   input  wire i_rx, i_s_tick,
   output reg  o_rx_done_tick,
   output wire [D_BIT-1:0] o_data
 );
   localparam [1:0]
      idle  = 2'b00,
      start = 2'b01,
      data  = 2'b10,
      stop  = 2'b11;
   reg [1:0] state_reg, state_next;
   reg [3:0] s_reg, s_next;
   reg [2:0] n_reg, n_next;
   reg [D_BIT-1:0] b_reg, b_next;
   always @(posedge i_clk)
     if(i_reset) begin
        state_reg <= idle;
        s_reg <= 0;
        n_reg <= 0;
        b_reg <='d0;
     end  
     else begin
        state_reg <= state_next;
        s_reg <= s_next;
        n_reg <= n_next;
        b_reg <= b_next;
     end  
   always @(*) begin
     state_next = state_reg;
     o_rx_done_tick = 1'b0;
     s_next = s_reg;
     n_next = n_reg;
     b_next = b_reg;
     case (state_reg)
        idle: if(~i_rx) begin
                state_next = start;
                s_next = 0;
              end
        start: if(i_s_tick)
                 if(s_reg == 7) begin
                   state_next = data;
                   s_next = 0;
                   n_next = 0;
                 end
                 else
                   s_next = s_reg+1;
        data: if(i_s_tick)
                if(s_reg == 15) begin
                   s_next = 0;
                   b_next = {i_rx, b_reg[7:1]};
                   if(n_reg == (D_BIT-1))
                      state_next = stop;
                   else
                      n_next = n_reg+1;
                end
                else
                   s_next = s_reg+1;
        stop: if(i_s_tick)
                 if(s_reg == (SB_TICK-1)) begin
                   state_next = idle;
                   o_rx_done_tick = 1'b1;
                 end
                 else
                   s_next = s_reg+1;
     endcase
   end  
  assign o_data = b_reg;
endmodule
```
==> metrics.log <==
[flow] summary of implementation run
INFO  metric worst-endpoint-required = 2.32 ns
INFO  metric antenna_found_initial = 0
INFO  metric cts.path.max_buffers = 2
INFO  metric yosysTopAreaCell = dfxtp_1
INFO  metric cts.sink_count = 19
INFO  metric finClkSkew = 0.00157 ns
INFO  metric edf_count = 0
INFO  metric top_cell_area_share = 38.6%
INFO  metric grt_usage = 4.08%
INFO  metric synth-async-reset-ratio = 0%
INFO  metric clk_transition_reported_paths = 0.07 ns
INFO  metric post_drt_via_cell_ratio = 4.02
INFO  metric final_cell_area = 1180 sq um
INFO  metric worst_ep_arrival_time = 1.90 ns
INFO  metric clkLatencyLatePin = 0.25 ns
INFO  metric rows = 28
INFO  metric most_common_cell = dfxtp_1
INFO  metric tns = 0 ns
INFO  metric htreeDepth = 1
INFO  metric via_count = 759
INFO  metric final_layout_size_suffix_gt1_share = 8.77%
INFO  metric ff2ff_path_depth = 5
INFO  metric worst_hold_path_type = register to register
INFO  metric min_period_over_period = 85.7%
INFO  metric layout.area.seq = 380 sq um
INFO  metric cts-hold-fix-buffers = 0
INFO  metric total_power = 0.000502 W
INFO  metric synthesis.yosys.warnings = 1
INFO  metric ios = 13
INFO  metric grt_remaining_overflow = 0
INFO  metric grt_pass1_wl = 3510 um
INFO  metric powerDensity = 426 nW/um^2
INFO  metric postRouteWirelength = 2010 um
INFO  metric timing_worst_slew_pin_value = 0.497 ns
INFO  metric grt_start_max_net_pins = 13
INFO  metric port_buffers = 12
INFO  metric outcome = finished clean
INFO  metric drc = 0
INFO  metric core-area = 5990 sq um
INFO  metric yosys.stat.seqShare = 38.6%
INFO  metric mi_logic_area = 505 sq um
INFO  metric timing.critical_path.to = o_rx_done_tick
INFO  metric yosys-top-cells-area = dfxtp_1, mux2i_1, buf_6
INFO  metric endpoint_kind = primary output
INFO  metric unique_cell_types = 31
INFO  metric finalHoldWorstSlack = 0.469 ns
INFO  metric detail_route.first_pass.iterations = 4
INFO  metric syn_area = 985 sq um
INFO  metric post_synth_inst_count = 103
INFO  metric placer_congestion_estimate = 0.794
INFO  metric insertedDiodeCount = 0
INFO  metric highest_clock_rate = 0.402 GHz
INFO  metric route.detailed.wl_per_inst = 10.6 um
INFO  metric syn_area_per_cell = 9.56 sq um
INFO  metric synth.cells.most_frequent = dfxtp_1, nand2_1, nor2_1
INFO  metric ant_nets = 0
INFO  metric fin_crit = 2.48 ns
INFO  metric grt_pass1_vias = 743
INFO  metric cts_inserted_buffers = 3
INFO  metric critical_path.startpoint_type = input pin
INFO  metric ff_type = dfxtp_1
INFO  metric number_of_max_capacitance_violations_reported = 0
INFO  metric crit-reg2reg-launch = s_reg[0]
INFO  metric rsz_0062_raised_after_global_routing = no
INFO  metric dpl_cell_area = 1130 sq um
INFO  metric synth-area-yosys = 985 sq um
INFO  metric finish.utilization = 19.6%
INFO  metric final-setup-viol-count = 0
INFO  metric count_of_final_max_slew_check_failures = 0
INFO  metric synth-seq-cells = 19
INFO  metric cp-startpoint = i_s_tick
INFO  metric cts_tree = done
INFO  metric timing.reg2reg.setup_slack = 0.87 ns
INFO  metric rr_endpoint = n_reg[0]
INFO  metric worst-path-max-fanout = 6
INFO  metric number_of_standard_cells_reported_by_yosys = 103
INFO  metric timing.slew.headroom = 66.6%
INFO  metric chipWidth = 99 um
INFO  metric drtIter0Drc = 11
INFO  metric fp.dieArea = 9800 sq um
INFO  metric criticalPathCategory = input pin to primary output
INFO  metric final-hold-violation-count = 0
INFO  metric area_growth = 19.4%
INFO  metric worst_ir_drop_vdd = 0.264 mV
INFO  metric openroad.warnings = 25
INFO  metric largest_register_ffs = 8
INFO  metric static-leakage-power = 0.416 nW
INFO  metric layout.filler_cells = 643
INFO  metric post-cts-setup-buffers = 0
INFO  metric hpwl_detailed = 1420 um
INFO  metric cts_resized = 0
INFO  metric die_height = 99 um
INFO  metric root_buffer = clkbuf_8
INFO  metric initial_core_util = 16.4%
[final cells by class]
cell class | count | share of cell area, %
repair buffers | 15 | 12.1
clock inverters | 1 | 0.426
clock buffers | 3 | 3.51
inverters | 2 | 0.638
well taps | 75 | 7.98
flip-flops and latches | 19 | 32.3
multi-input cells | 74 | 43.0
[cells by family (layout without fill, tap and decap cells)]
kind of cell	count (synthesis)	in the layout	synth area share, %
AND-OR/OR-AND	20	20	15.8
adder cells (fa/ha/maj)	3	3	3.81
buffers and inverters	10	21	10.0
flip-flops	19	19	38.6
multiplexers	10	10	10.3
AND/OR/NAND/NOR	41	41	21.5
[per-stage QoR]
| stage | instances | setup WS, ns |
|---|---|---|
| after floorplan | 103 | 0.989 |
| after global placement | 185 | 0.403 |
| after detailed placement | 185 | 0.419 |
| after CTS | 189 | 0.397 |
| after global routing | 189 | 0.308 |
| final | 189 | 0.415 |
[worst min path at each step]
stage | from | end | slack (ns) | cells past startpoint
CTS | n_reg[1] | n_reg[1] | 0.47 | 2
global route | n_reg[1] | n_reg[1] | 0.50 | 2
finish | n_reg[1] | n_reg[1] | 0.47 | 2
[per-layer routing]
layer / wire, um / global-route usage (%) / up-vias / share of wire (%)
li1: - / - / 396 / -
met4: 19 / 0.772 / 0 / 0.94
met5: 0 / 0 / - / 0
met3: 110 / 1.34 / 2 / 5.5
met2: 837 / 6.26 / 10 / 42
met1: 1040 / 5.48 / 351 / 52
[critical path, stage by stage]
cell	delay [ns]
clkdlybuf4s50_1	0.53
nand4_4	0.17
nor2_1	0.14
clkdlybuf4s50_1	0.48
[where the power goes]
part	leakage (nW)	total, W	internal, W	switching, W
Clock	0.0255	0.000185	0.0000955	0.0000892
Sequential	0.154	0.000272	0.000265	0.00000642
Combinational	0.237	0.0000453	0.0000218	0.0000235
[cells in the final DEF, fill, tap and decap left out]
cell type        instances
a2111oi_4                1
a211oi_1                 1
a21oi_1                  5
a31o_1                   1
a31oi_1                  1
a32o_1                   1
a41oi_1                  2
and2_1                   1
buf_4                    3
clkbuf_8                 3
clkdlybuf4s50_1         12
clkinv_2                 1
dfxtp_1                 19
ha_1                     3
inv_1                    2
mux2_2                   1
mux2i_1                  9
nand2_1                 11
nand2b_1                 1
nand3_1                  5
nand4_1                  4
nand4_4                  1
nand4b_1                 1
nor2_1                  11
nor2b_1                  1
nor3_1                   3
nor4b_1                  1
o211a_1                  1
o211ai_1                 2
o21a_1                   1
o21ai_0                  4
or3_1                    1
Power and IR drop assume default switching activity.
