[config.mk]
export PLATFORM = sky130hd
export DESIGN_NAME = TX_Uart
export DESIGN_NICKNAME = TX_Uart
export VERILOG_FILES = /design/flow/design.v
export SDC_FILE = /design/flow/constraint.sdc
export NUM_CORES = 4
export LEC_CHECK = 1
export CORE_AREA = 10 10 114 114
export DIE_AREA = 0 0 124 124
[constraint.sdc]
current_design TX_Uart

set clk_period 3.5
set clk_io_pct 0.2

create_clock -name clk0 -period $clk_period [get_ports {i_clk}]

set non_clock_inputs [all_inputs -no_clocks]
set_input_delay [expr $clk_period * $clk_io_pct] -clock clk0 $non_clock_inputs
set_output_delay [expr $clk_period * $clk_io_pct] -clock clk0 [all_outputs]
[design.v]
module TX_Uart
#( parameter D_BIT    = 8,
   parameter SB_TICK  = 16
 )
 ( input  wire i_clk, i_reset,
   input  wire i_s_tick, i_tx_start,
   input  wire [D_BIT-1:0] i_data,
   output reg  o_tx_done_tick,
   output wire o_tx
 );
   localparam [1:0]
      idle  = 2'b00,
      start = 2'b01,
      data  = 2'b10,
      stop  = 2'b11;
   reg [1:0] state_reg, state_next;
   reg [3:0] s_reg, s_next;
   reg [2:0] n_reg, n_next;
   reg [D_BIT-1:0] b_reg, b_next;
   reg tx_reg, tx_next;
   always @(posedge i_clk, posedge i_reset)
     if(i_reset) begin
        state_reg <= idle;
        s_reg <= 0;
        n_reg <= 0;
        b_reg <= 0;
        tx_reg <= 1'b1;
     end  
     else begin
        state_reg <= state_next;
        s_reg <= s_next;
        n_reg <= n_next;
        b_reg <= b_next;
        tx_reg <= tx_next;
     end  
   always @(*) begin
     state_next = state_reg;
     o_tx_done_tick = 1'b0;
     s_next = s_reg;
     n_next = n_reg;
     b_next = b_reg;
     tx_next = tx_reg;
     case(state_reg)
        idle: begin
           tx_next = 1'b1;
           if(i_tx_start) begin
              state_next = start;
              s_next = 0;
              b_next = i_data;
           end  
        end  
        start: begin
           tx_next = 1'b0;
           if(i_s_tick)
              if(s_reg == 15) begin
                 state_next = data;
                 s_next = 0;
                 n_next = 0;
              end  
              else
                 s_next = s_reg+1;
        end  
        data: begin
           tx_next = b_reg[0];
           if(i_s_tick)
               if(s_reg == 15) begin
                  s_next = 0;
                  b_next = b_reg >> 1;
                  if(n_reg == (D_BIT-1))
                     state_next = stop;
                  else
                     n_next = n_reg+1;
               end  
               else
                  s_next = s_reg+1;
        end  
        stop: begin
           tx_next = 1'b1;
           if(i_s_tick)
              if(s_reg == (SB_TICK-1)) begin
                 state_next = idle;
                 o_tx_done_tick = 1'b1;
              end  
              else
                 s_next = s_reg+1;
        end  
     endcase
   end  
   assign o_tx = tx_reg;
endmodule
[run.sh]
#!/bin/bash
# OpenROAD 26Q1-2900-gdf79404cd8, Yosys 0.63+post, stock flow scripts
make -C /OpenROAD-flow-scripts/flow DESIGN_CONFIG=/design/flow/config.mk WORK_HOME=/design/flow/orfs finish
==> reports/qor.csv <==
metric;value;unit
yosysChipArea;1030;um2
timing.rr.start;s_reg[0]$_DFFE_PP0P_;
met1_usage;0.0457;
slew-limit-headroom;0.490;
warnings;25;
antenna_found_initial;0;
die_h;124;um
fillCellCount;1167;
grtUsageTotal;0.0333;
dieArea;15400;um2
regToRegSetupSlack;1690;ps
yosys_cells;104;
avgViaCountPerCell;3.29;
p_leak;0.534;nW
cp_max_fo;10;
top_cell_area_share;0.436;
first_global_vias;857;
avgSynthCellArea;9.94;um2
largest_reg_flops;8;
cts_resized;0;
flop_area;503;um2
clkPwrFrac;0.356;
htreeDepth;1;
synth_seq_share;0.487;
start_kind;primary input;
grt_busiest_layer;met2;
cts_made_buffers;3;
min_from;state_reg[0]$_DFF_PP1_;
rows;37;
grt.overflow.total;0;
seqPwrFrac;0.579;
top_cells_by_area;dfrtp_1, o22ai_1, dfstp_2;
cts_setup_buffers;0;
clk_pin_slew;70;ps
min_path_cells;2;
crit_required;2800;ps
worst-endpoint-arrival;2130;ps
routed-via-count;830;
fmax;354;MHz
use_met2;0.0517;
core;10400;um2
synth_cells;104;
clockBufferDepth;2;
worst_hold_path_type;reg2reg;
sw_frac_of_total;0.206;
hold_violations;0;
die_w;124;um
pwr-share-comb;0.066;
ios;14;
ff_type;dfrtp_1;
syn-cell-area;1030;um2
cts_root_buf;clkbuf_8;
logic_area;480;um2
fp_util;0.0992;
ir_drop;0.109;mV
diodes;0;
ys_warn_count;1;
r2r_cells;5;
power_switching;0.0852;mW
numPortBuffers;13;
drtAntennaViolNets;0;
grt_pass1_wl;4220;um
wl;2450;um
area_growth;30.4;%
critPathKind;in2out;
ys_types;31;
dp_hpwl;1910;um
synth.largest_area_cell;dfrtp_1;
tritoncts;yes;
maxCapViolCount;0;
r2r-end;b_reg[1]$_DFFE_PP0P_;
critPathCaptureType;output port;
power.density;307;nW/um2
hold_buffers;0;
drt_iter0_drc;90;
fin_worst_skew;1.37;ps
outcome;complete, no violations;
edf_count;0;
drt_first_pass_iters;4;
async_flop_share;1.00;
worstMarginPinSlew;764;ps
finalSetupTns;0;ps
period_used_share;0.808;
drive_above_1_share;0.0862;
p_int;0.328;mW
post-route-util;0.129;
gp_congestion;0.762;
wl_per_cell;9.72;um
setup_viol_count_final;0;
met3_usage;0.0101;
drcViolationCount;0;
finalMaxSlewViolations;0;
min_to;state_reg[2]$_DFF_PP0_;
grt_max_degree;21;
ys.flops;20;
min_period;2830;ps
clkSinkCount;20;
grt_setup_unrepaired;no;
clkLatencyLatePin;250;ps
==> power by group through the flow <==
stage / registers (mW) / clock network [mW] / logic, mW
4_1_cts: 0.239 / 0.151 / 0.0282
5_1_grt: 0.240 / 0.163 / 0.0306
6_report: 0.239 / 0.147 / 0.0272
==> layout make-up <==
cell class                      count  share of cell area
Clock buffer                        3              0.0306
Sequential cell                    20               0.373
Inverter                            4              0.0111
Multi-Input combinational cell     75               0.357
Timing Repair Buffer               14               0.102
Tap cell                          136               0.126
==> per-layer routing <==
metal | share of wire | wire length, um
met1 | 0.47 | 1160
met2 | 0.46 | 1130
met4 | 0.012 | 29
met5 | 0 | 0
met3 | 0.053 | 130
==> placed cells by master, fill, tap and decap left out <==
cell	Yosys	layout
dfrtp_1	18	18
nand2_1	13	13
o22ai_1	13	13
clkdlybuf4s50_1	0	13
a21oi_1	9	9
a22o_1	6	6
nor2_1	5	5
inv_1	4	4
nand3_1	4	4
o21ai_0	4	4
ha_1	3	3
clkbuf_8	0	3
nand2b_1	2	2
dfstp_2	2	2
nor3_4	1	1
o221ai_2	1	1
a41o_1	1	1
nor3_1	1	1
a21o_1	1	1
o21ai_1	1	1
nand4_1	1	1
and4_1	1	1
and3_4	1	1
a2bb2oi_1	1	1
o41ai_1	1	1
o31ai_1	1	1
nand3b_1	1	1
mux2_2	1	1
and2_1	1	1
o22a_1	1	1
buf_4	0	1
==> worst max path at each step <==
stage / from / endpoint / slack [ps] / cells past startpoint
6_report: i_s_tick / o_tx_done_tick / 670 / 5
5_1_grt: i_s_tick / o_tx_done_tick / 570 / 5
4_1_cts: i_s_tick / o_tx_done_tick / 650 / 5
==> per-stage QoR <==
step                std cells  cell area, um2  hold WS [ps]  setup slack (ps)  total power, mW
floorplan                 104            1030           472              1770            0.254
global placement          249            1310           494               707            0.271
detailed placement        249            1310           494               657            0.272
CTS                       252            1350           506               653            0.419
global route              252            1350           537               574            0.433
finish                    252            1350           502               672            0.414
==> cell usage after synthesis, drive strengths merged (3+ instances only) <==
cell type,number
o22ai,13
dfrtp,18
ha,3
nand3,4
nand2,13
inv,4
a22o,6
buf,3
nor2,5
a21oi,9
o21ai,5
==> critical path, stage by stage <==
cell,delay (ps)
clkdlybuf4s50_1,560
nand4_1,120
buf_4,180
nor2_1,100
clkdlybuf4s50_1,470
==> cell families (layout without fill, tap and decap cells) <==
kind of cell / after synthesis / count (layout) / synth area share
compound gates: 40 / 40 / 0.262
buf+inv: 9 / 21 / 0.0484
simple gates: 31 / 31 / 0.156
mux: 1 / 1 / 0.0109
fa+ha+maj: 3 / 3 / 0.0363
flops: 20 / 20 / 0.487
No activity file was given, so power comes from the tool's default toggle rates.
